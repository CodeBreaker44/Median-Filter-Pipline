$ cat flow/config.mk
export PLATFORM = sky130hd
export DESIGN_NAME = medianFilterPipeline
export DESIGN_NICKNAME = medianFilterPipeline
export VERILOG_FILES = /design/flow/design.v
export SDC_FILE = /design/flow/constraint.sdc
export NUM_CORES = 4
export LEC_CHECK = 1
export CORE_UTILIZATION = 30
$ cat flow/design.v
module eightToOneMUX(out, in1,sl1,sl2,sl3);
output out;
input[0:7] in1;
input sl1,sl2,sl3;
reg out;
always @(sl1 or sl2 or sl3)
begin
case ({sl1,sl2,sl3})
3'b000 : out =in1[0]; 
3'b001 : out =in1[1]; 
3'b010 : out =in1[2];
3'b011 : out =in1[3];
3'b100 : out =in1[4]; 
3'b101 : out =in1[5]; 
3'b110 : out =in1[6];
3'b111 : out =in1[7];
endcase
end
endmodule
module m21( D0, D1, S, Y);
input D0, D1, S;
output reg Y;
always @(*)
begin
if(S) 
Y= D1;
else
Y=D0;
end
endmodule
module mainComparator(in1,in2,CO);
input [0:7]in1;
input [0:7]in2;
output CO;
wire w1,w2,w3,w4,w5,w6,w7,w8,w9,w10,w11,w12w,w13,w14,w15,w16,w17,w18,w19,w20,w21,w22,w23,w24,w25;
or loki(w1,in1[0],~in2[0]);
and odin(w2,in1[1],~in2[1]);
or thor(w3,in1[1],~in2[1]);
m21 M1(w3,w2,w1,w4);
and mimir(w5,in1[2],~in2[2]);
or magni(w6,in1[2],~in2[2]); 
or modi(w7,in1[3],~in2[3]);
and hela(w8,in1[3],~in2[3]);
m21 M2(w7,w8,w5,w9);
m21 M3(w7,w8,w6,w10);
and brok(w11,in1[4],~in2[4]); 
or sindri(w12,in1[4],~in2[4]); 
or bualder(w13,in1[5],~in2[5]);
and surtr(w14,in1[5],~in2[5]);
m21 M4(w13,w14,w11,w15);
m21 M5(w13,w14,w12,w16);
and frigg(w17,in1[6],~in2[6]); 
or  freya(w18,in1[6],~in2[6]); 
or  freyr(w19,in1[7],~in2[7]);
and tyr(w20,in1[7],~in2[7]);
m21 M6(w19,w20,w17,w21);
m21 M7(w19,w20,w18,w22);
m21 M8(w10,w9,w4,w23);
m21 M9(w22,w21,w15,w24);
m21 M10(w22,w21,w16,w25);
m21 M11(w25,w24,w23,CO);
endmodule
module cs(A,B,C,maxz,midz,minz);
input [0:7]A;
input [0:7]B;
input [0:7]C;
wire [0:7]y;
assign y = A|B|C;
output [0:7]maxz,minz,midz;
wire CO1,CO2,CO3;
wire maxy,midy,miny;
mainComparator A_B(A,B,CO1);
mainComparator A_C(A,C,CO2);
mainComparator B_C(B,C,CO3);
eightToOneMUX ty(maxy,y,CO1,CO2,CO3);
eightToOneMUX tz(midy,y,CO1,CO2,CO3);
eightToOneMUX tx(miny,y,CO1,CO2,CO3);
assign maxz = { {8{maxy}}, maxy};
assign minz = { {8{miny}}, miny};
assign midz = { {8{midy}}, midy};
endmodule
module medianFilter(P1,P2,P3,P4,P5,P6,P7,P8,P9,Median);
input [0:7]P1,P2,P3,P4,P5,P6,P7,P8,P9;
output [0:7]Median;
wire [0:7]D1,D2,D3,D4,D5,D6,D7,D8,D9,D10,D11,D12,D13,D14,D15,D16,D17,D18,D19,D20,D21;
cs cs1(P1,P2,P3,D1,D2,D3);
cs cs2(P4,P5,P6,D4,D5,D6);
cs cs3(P7,P8,P9,D7,D8,D9);
cs cs4(D1,D4,D7,D10,D11,D12);
cs cs5(D2,D5,D8,D13,D14,D15);
cs cs6(D3,D6,D9,D16,D17,D18);
cs cs7(D12,D14,D16,D19,Median,D21);
endmodule
module medianFilterPipeline(out,A,B,C,clk1);
output[0:31] out;
input [0:7]A;
input [0:7]B;
input [0:7]C;
reg [0:31] out;
input clk1;
reg [0:23]IF_reg;
reg [0:95]ID_EX_reg;
reg [0:31]M_reg;
always @ (posedge clk1) 
begin
IF_reg[0:7]   <= #8 A [0:7];
IF_reg[8:15]  <= #8 B [0:7];
IF_reg[16:23] <= #8 C [0:7];
end
wire [0:7]D1,D2,D3,D4,D5,D6,D7,D8,D9,D10,D11,D12;
cs cs1(IF_reg[0:7],IF_reg[8:15],IF_reg[16:23],D1,D2,D3);
cs cs2(IF_reg[0:7],IF_reg[8:15],IF_reg[16:23],D4,D5,D6);
cs cs3(IF_reg[0:7],IF_reg[8:15],IF_reg[16:23],D7,D8,D9);
cs cs4(IF_reg[0:7],IF_reg[8:15],IF_reg[16:23],D10,D11,D12);
always @ (posedge clk1)  
begin
ID_EX_reg[0:7]   <= D1;
ID_EX_reg[8:15]  <= D2;
ID_EX_reg[16:23] <= D3;
ID_EX_reg[24:31] <= D4;
ID_EX_reg[32:39] <= D5;
ID_EX_reg[40:47] <= D6;
ID_EX_reg[48:55] <= D7;
ID_EX_reg[56:63] <= D8;
ID_EX_reg[64:71] <= D9;
ID_EX_reg[72:79] <= D10;
ID_EX_reg[80:87] <= D11;
ID_EX_reg[88:95] <= D12;
end
wire [0:7]op1,op2,op3,op4;
medianFilter M1 (ID_EX_reg[0:7],ID_EX_reg[8:15],ID_EX_reg[16:23],ID_EX_reg[24:31],ID_EX_reg[32:39],ID_EX_reg[40:47],ID_EX_reg[24:31],ID_EX_reg[32:39],ID_EX_reg[40:47],op1);
medianFilter M2(ID_EX_reg[48:55],ID_EX_reg[56:63],ID_EX_reg[64:71],ID_EX_reg[72:79],ID_EX_reg[80:87],ID_EX_reg[88:95],ID_EX_reg[72:79],ID_EX_reg[80:87],ID_EX_reg[88:95],op2);
medianFilter M3(ID_EX_reg[0:7],ID_EX_reg[8:15],ID_EX_reg[16:23],ID_EX_reg[0:7],ID_EX_reg[8:15],ID_EX_reg[16:23],ID_EX_reg[24:31],ID_EX_reg[32:39],ID_EX_reg[40:47],op3);
medianFilter M4(ID_EX_reg[48:55],ID_EX_reg[56:63],ID_EX_reg[64:71],ID_EX_reg[48:55],ID_EX_reg[56:63],ID_EX_reg[64:71],ID_EX_reg[72:79],ID_EX_reg[80:87],ID_EX_reg[88:95],op4);
always @ (posedge clk1)
begin 
M_reg[0:7] <= op1;
M_reg[8:15] <= op2;
M_reg[16:23] <= op3;
M_reg[24:31] <= op4;
out[0:7] <= M_reg[0:7];
out[8:15] <= M_reg[7:15];
out[16:23] <= M_reg[16:23];
out[24:31] <= M_reg[24:31];
end
endmodule
module stage1Test; 
reg [0:7]A_t,B_t,C_t;
initial
begin
A_t <= 8'b10010010;
B_t <= 8'b01010100;
C_t <= 8'b11100000;
#1 $display("IF Stage :");
#1 $display ("A = %b ",A_t, "B = %b ",B_t, "C_t = %b ",C_t);
end
endmodule
module stage2Test; 
reg [0:7]A_t,B_t,C_t;
wire [0:7]Dt1,Dt2,Dt3,Dt4,Dt5,Dt6,Dt7,Dt8,Dt9,Dt10,Dt11,Dt12;
initial
begin
A_t <= 8'b10010010;
B_t <= 8'b01010100;
C_t <= 8'b11100000;
end
cs test1(A_t,B_t,C_t,Dt1,Dt2,Dt3);
cs test2(A_t,B_t,C_t,Dt4,Dt5,Dt6);
cs test3(A_t,B_t,C_t,Dt7,Dt8,Dt9);
cs test4(A_t,B_t,C_t,Dt10,Dt11,Dt12);
initial
begin
#5 $display("ID/EX Stage : ");
#1 $display("D1 = %b ", Dt1 , "D2 = %b ", Dt2, "D3 = %b ", Dt3);
#1 $display("D4 = %b ", Dt4 , "D5 = %b ", Dt5, "D6 = %b ", Dt6);
#1 $display("D7 = %b ", Dt7 , "D8 = %b ", Dt8, "D9 = %b ", Dt9);
#1 $display("D10 = %b ", Dt10 , "D11 = %b ", Dt11,"D12 = %b ", Dt12);
end
endmodule
module Stage3Test; 
reg [0:7]Dt1,Dt2,Dt3,Dt4,Dt5,Dt6,Dt7,Dt8,Dt9,Dt10,Dt11,Dt12;
wire [0:7]op1,op2,op3,op4;
initial
begin
Dt1  <= 8'b10101001;
Dt2  <= 8'b00100011;
Dt3  <= 8'b11101110;
Dt4  <= 8'b11101000;
Dt5  <= 8'b00101000;
Dt6  <= 8'b11111111;
Dt7  <= 8'b00000100;
Dt8  <= 8'b00111001;
Dt9  <= 8'b00111000;
Dt10 <= 8'b11100111;
Dt11 <= 8'b10100010;
Dt12 <= 8'b11001111;
end
medianFilter test1(Dt1,Dt2,Dt3,Dt4,Dt5,Dt6,Dt4,Dt5,Dt6,op1);
medianFilter test2(Dt7,Dt8,Dt9,Dt10,Dt11,Dt12,Dt10,Dt11,Dt12,op2);
medianFilter test3(Dt1,Dt2,Dt3,Dt1,Dt2,Dt3,Dt4,Dt5,Dt6,op3);
medianFilter test4(Dt7,Dt8,Dt9,Dt7,Dt8,Dt9,Dt10,Dt11,Dt12,op4);
initial
begin
#15 $display("M Satge : ");
#1 $display("op1 = %b ",op1,"op2 = %b ",op2,"op3 = %b ",op3,"op4 = %b",op4);
end
endmodule
module fullPipelineTest;
wire [0:31]out_t;
reg [0:7]A_t,B_t,C_t;
reg clk=0;
initial
begin
A_t <= 8'b10010010;
B_t <= 8'b01010100;
C_t <= 8'b11100000;
#1 clk = ~clk;
end 
medianFilterPipeline test1(out_t,A_t,B_t,C_t,clk);
initial
begin
#25 $display("Full Pipeline result : ");
#1 $display("A_t = %b ", A_t, "B_t = %b ",B_t,"C_t = %b", C_t);
#1 $display("Out = %b ",out_t);
end
endmodule
$ cat flow/run.sh
#!/bin/bash
# OpenROAD 26Q1-2900-gdf79404cd8, Yosys 0.63+post, stock flow scripts
make -C /OpenROAD-flow-scripts/flow DESIGN_CONFIG=/design/flow/config.mk WORK_HOME=/design/flow/orfs finish
$ cat flow/constraint.sdc
current_design medianFilterPipeline

set clk_period 3.6
set clk_io_pct 0.2

create_clock -name clk0 -period $clk_period [get_ports {clk1}]

set non_clock_inputs [all_inputs -no_clocks]
set_input_delay [expr $clk_period * $clk_io_pct] -clock clk0 $non_clock_inputs
set_output_delay [expr $clk_period * $clk_io_pct] -clock clk0 [all_outputs]
==> flow_summary.ini <==
; implementation run metrics
[status]
status = completed

[timing]
clock_skew_ns = 0.00348
tns_ns = 0
fin_crit_sh_pct = 68.2
fmax_mhz = 408
slew_headroom_pct = 45.6
hold_viol = 0
rsz0062_at_grt = false
setup_viol = 0
period_needed_ns = 2.45
tightest_slew_ns = 0.814
drv_slew = 0

[global_routing]
grt-ovfl-total = 0
grt_pass1_wl_um = 4300
grt_max_degree = 33
first_global_vias = 991
track_usage_pct = 10.6
antenna_found_initial = 0

[synth]
yosysUniqueCellTypes = 41
ys_cells = 145
topCellsByArea = dfxtp_1 39%, buf_4 17%, nand2b_1 4.0%, nor2b_1 3.1%, inv_1 3.0%
synth_cells = 145
synthesis.area_um2 = 1390
ys_seq_share_pct = 38.8
yosys_area_um2 = 1390
ys_seq_elements = 27
edf_count = 0
synth_top_area_share_pct = 38.8
async_flop_share_pct = 0
yosysTopAreaCell = dfxtp_1
avgSynthCellArea_um2 = 9.61
yosys_warnings = 4
ff_type = dfxtp_1

[worst_setup_path]
start_kind = flip-flop
critPathTopFamily = flip-flops
critPathArrivalTime_ns = 1.73
slowest_stage = dfxtp_1
cp.required_ns = 2.88
r2r_setup_slack_ns = 1.66
path_class = reg2out
cp-end-kind = primary output
timing.rr.end = ID_EX_reg[95]$_DFF_P_
cp_max_fo = 32
path_cells = clkdlybuf4s50_1
worstSetupStartpoint = out[8]$_DFF_P_
critPathMaxStageDelay_ns = 0.86
cp.buffers_inverters = 1
r2r-start = IF_reg[6]$_DFF_P_
r2r.worst_path.cells = 7

[power_and_ir_drop]
leakage_nw = 0.747
power_density_nw_per_um2 = 391
finalPower_uw = 717
peakVddDrop_mv = 0.218

[run]
warning_count = 25
drv_cap = 0

[hold_path]
min_path_type = reg2reg
hp-start = ID_EX_reg[95]$_DFF_P_
min_path_cells = 0
hold_path_end = M_reg[8]$_DFF_P_

[clock_tree]
htree_levels = 1
cts_sinks = 27
cts.path.max_buffers = 2
cts_tree = done
cts-root-buf = clkbuf_8
cts.repair.resized = 0
clk_pin_slew_worst_paths_ns = 0.08
post_cts_buffers = 0
insertion_delay_ns = 0.27
cts_made_buffers = 3
post_cts_hold_buffer_count = 0

[final_layout]
largest_reg_flops = 24
drive_gt1_share_pct = 8.05
synthToLayoutAreaGrowth_pct = 31.7

[drt]
viasPerCell = 4.70
avgRoutedWirePerCell_um = 11.0
route.detailed.drc = 0
ant_nets = 0
routed_wirelength_um = 2490
drtPass1Iterations = 4
vias = 1062
diodes = 0
drt-initial-drc-count = 30

[place]
numPortBuffers = 56
gp_congestion = 0.835
dp_hpwl_um = 1980

[floorplanning]
fp.dieW_um = 70.2
initCoreUtil_pct = 31.6
fp.dieH_um = 70.2
coreArea_um2 = 4410
rows = 24
chipArea_um2 = 4920
io_pins = 57
metal layers:
| layer | part of all wire, % | GRT usage [%] | up-vias | wire (µm) |
|---|---|---|---|---|
| met4 | 0.80 | 1.56 | 0 | 20 |
| met2 | 46 | 18.2 | 49 | 1140 |
| met5 | 0 | 0 | - | 0 |
| met1 | 47 | 14.6 | 468 | 1160 |
| met3 | 6.6 | 1.61 | 4 | 164 |
| li1 | - | - | 541 | - |
through the flow:
stage / cells / area, µm² / setup slack [ns] / utilization, % / hold WS [ns]
2_1_floorplan: 145 / 1390 / 1.83 / - / 0.310
3_3_place_gp: 222 / 1790 / 1.47 / 40.5 / 0.310
3_5_place_dp: 222 / 1790 / 1.40 / 40.5 / 0.312
4_1_cts: 226 / 1840 / 1.10 / 41.6 / 0.333
5_1_grt: 226 / 1840 / 0.960 / 41.6 / 0.342
6_report: 226 / 1840 / 1.15 / 41.6 / 0.332
worst max-delay path by stage:
stage,to,slack (ns),cells past startpoint
after CTS,out[2],1.10,1
after global routing,out[2],0.96,1
final,out[2],1.15,1
synthesized netlist by cell type (all sizes together) (2+ instances only):
cell type	number
maj3	5
nand2b	9
buf	31
a21o	3
nor4	2
nand2	4
dfxtp	27
nand3	2
and3	3
o211a	2
a31oi	2
o21ai	3
a2111oi	2
inv	11
nor3	6
o2111ai	2
a21oi	3
nor2b	7
cell usage in the layout, fill, tap and decap left out, types with 2 or more instances in the layout:
cell type,Yosys,routed
clkdlybuf4s50_1,0,56
nor3_1,6,6
a21oi_1,3,3
nor4_1,2,2
maj3_2,3,3
dfxtp_1,27,27
and3_1,3,3
o211a_1,2,2
inv_1,11,11
o21ai_0,2,2
clkbuf_8,0,3
a31oi_1,2,2
a21o_1,3,3
o2111ai_1,2,2
nand2b_1,9,9
maj3_1,2,2
nand2_1,4,4
nand3_1,2,2
a2111oi_0,2,2
nor2b_1,7,7
cell type report:
cell class,instances,area (µm²)
Inverter,11,41.3
Fill cell,403,2580
Timing Repair Buffer,56,561
Sequential cell,27,541
Tap cell,52,65.1
Multi-Input combinational cell,76,579
Clock buffer,3,41.3
Clock inverter,1,7.51
logic make-up (layout without fill, tap and decap cells):
kind of cell	Yosys count	count (layout)	synth area share, %
buffers and inverters	42	71	19.7
and+or+nand+nor	38	38	16.8
AOI/OAI and AO/OA	31	31	19.1
DFF	27	27	38.8
adders and majority gates	5	5	3.86
muxes	2	2	1.80
report_power, final:
group / switching (mW) / leakage, nW / internal [mW]
Clock: 0.0890 / 0.0217 / 0.0784
Combinational: 0.0417 / 0.498 / 0.157
Sequential: 0.0309 / 0.227 / 0.319
Total: 0.162 / 0.747 / 0.555
Power is estimated from default activity; no workload was simulated.
